[flow/run.sh]
#!/bin/bash
# OpenROAD 26Q1-2900-gdf79404cd8, Yosys 0.63+post, stock flow scripts
make -C /OpenROAD-flow-scripts/flow DESIGN_CONFIG=/design/flow/config.mk WORK_HOME=/design/flow/orfs finish
[flow/config.mk]
export PLATFORM = sky130hd
export DESIGN_NAME = ALU
export DESIGN_NICKNAME = ALU
export VERILOG_FILES = /design/flow/design.v
export SDC_FILE = /design/flow/constraint.sdc
export NUM_CORES = 4
export LEC_CHECK = 1
export CORE_UTILIZATION = 50
[flow/constraint.sdc]
current_design ALU

set clk_period 18.8
set clk_io_pct 0.2

create_clock -name clk0 -period $clk_period

set non_clock_inputs [all_inputs -no_clocks]
set_input_delay [expr $clk_period * $clk_io_pct] -clock clk0 $non_clock_inputs
set_output_delay [expr $clk_period * $clk_io_pct] -clock clk0 [all_outputs]
[flow/design.v]
`timescale 1ns / 1ps
module ALU( 
   input  [31:0] a,
   input  [31:0] b,
	input  [3:0] aluop,
	output [31:0] result,
	output zero
    );
  wire [31:0] logicout;    
  wire [31:0] addout;      
  wire [31:0] arithout;    
  wire [31:0] n_b;         
  wire [31:0] sel_b;       
  wire [31:0] slt;         
  wire [1:0] logicsel;     
  assign logicsel = aluop[1:0];
  assign logicout = (logicsel == 2'b00) ? a & b :
                    (logicsel == 2'b01) ? a | b :
						  (logicsel == 2'b10) ? a ^ b :
						                      ~(a | b) ;
  assign n_b = ~b ;   
  assign sel_b = (aluop[1])? n_b : b ;
  assign addout = a + sel_b + aluop[1];
  assign slt = {31'b0,addout[31]};
  assign arithout = (aluop[3]) ? slt : addout;
  assign result = (aluop[2]) ? logicout : arithout;
  assign zero = (result == 32'b0) ? 1: 0;
endmodule
==> out/qor.txt <==
outcome - finished clean
Placer Congestion - 0.955
vias in the first global route - 4382
Detailed Routing Iterations Pass 1 - 5
startpoint types - input port
Tool Warnings - 71
Seq cells - 0
DIE HEIGHT - 100 um
Die Size - 10100 um2
cell area after layout - 5830 um2
PwrDens - 34.2 nW/um2
Max Cap Viol - 0
slew margin rel. - 0.432
Synth top cell by count - ha_1
top cells by count - 100 x ha_1, 97 x inv_1, 58 x nand2_1
Top Ports - 101
antenna violations before repair - 0
P_leak - 2.78 nW
Mapped Cells - 682
critical path class - input port to primary output
CP required - 15.04 ns
post-layout period usage of the worst path - 0.647
post-CTS resize count - 0
WHS - 8.41 ns
RSZ-0062 raised after global routing - false
clkbuf count - 0
Critical Path AT - 8.40 ns
hold_sp - aluop[1]
global-route wire length before repair - 21.5 mm
antenna cells - 0
hold-critical path depth - 4
Buffers on Ports - 101
Yosys Instances - 682
top post-synthesis cells by area - ha_1 26%, mux2i_1 8.3%, inv_1 7.5%, xor2_1 6.7%, o21ai_0 5.0%
first-iteration detailed-routing DRC count - 144
Placed Area - 5830 um2
Seq share, synth - 0
Mapped Area - 4830 um2
total power - 0.200 mW
total gr overflow - 0
Largest type area fraction - 0.259
Worst Hold End - result[27]
WL per Instance - 15.1 um
crit path from - aluop[1]
Post-Syn Area per Cell - 7.08 um2
Synth area leader - ha_1
Post-DP HPWL - 11.1 mm
vias - 4891
worst-margin pin slew - 0.852 ns
WL final - 13.4 mm
Layout area overhead - 20.7%
core footprint - 9280 um2
setup TNS - 0 ns
Die X - 100 um
Yosys Chip Area - 4830 um2
sequential cell area - 0 um2
CP Capture Type - primary output
share of cells above drive strength 1 - 0.0290
achievable frequency - 0.0823 GHz
CP Max Fanout - 70
fin crit period - 12.16 ns
Setup-failing EPs final - 0
post-place setup slack - 6.69 ns
cts hold-fix bufs - 0
Max VDD drop - 0.0164 mV
largest net degree at the start of global routing - 71
Netlist cell types - 66
DRT antenna net count - 0
Setup Buffers After CTS - 0
synth warn - 0
drt drc - 0
gr usage total - 0.269
Avg Vias per Cell - 5.51
Hold Vio Cnt, Final - 0
Slew Limit Fails - 0
FP Rows - 35
HP Class - input port to primary output
setup ws final - 6.64 ns
Floorplan Utilization - 0.520
[per-stage QoR]
stage | utilization | instances
2_1_floorplan | - | 682
3_3_place_gp | 0.628 | 887
3_5_place_dp | 0.628 | 887
4_1_cts | 0.628 | 887
5_1_grt | 0.628 | 887
6_report | 0.628 | 887
[layer usage]
layer | global-route usage | routed length, um | part of all wire | vias to the layer above
li1 | - | - | - | 2563
met1 | 0.380 | 6510 | 0.49 | 2213
met2 | 0.479 | 6370 | 0.48 | 111
met3 | 0.0113 | 471 | 0.035 | 4
met4 | 0.0100 | 55 | 0.0041 | 0
met5 | 0 | 0 | 0 | -
[worst max path at each step]
stage,end,depth (start not counted),slack (ns)
final,zero,16,6.64
after global routing,zero,16,6.31
after CTS,zero,16,6.68
[power by group]
group          internal [mW]  switching [mW]  total [mW]  leakage [nW]
registers                  0               0           0             0
clock network              0               0           0             0
logic                 0.0933           0.106       0.200          2.78
total                 0.0933           0.106       0.200          2.78
[kinds of logic (layout without fill, tap and decap cells)]
| group | Yosys count | count (layout) | share of synthesized area |
|---|---|---|---|
| adder cells (fa/ha/maj) | 101 | 101 | 0.263 |
| AND-OR/OR-AND | 193 | 193 | 0.268 |
| buffers and inverters | 126 | 202 | 0.116 |
| AND/OR/NAND/NOR | 168 | 168 | 0.171 |
| XOR/XNOR | 53 | 53 | 0.0961 |
| multiplexers | 41 | 41 | 0.0857 |
[placed cells by master, fill, tap and decap left out, types with 2 or more instances in the layout]
cell type / instances
o311ai_0: 8
o32ai_1: 2
nand3_1: 8
o31ai_2: 3
a31oi_1: 2
a22oi_1: 3
or2_2: 2
o21a_1: 16
a21o_1: 6
buf_4: 5
ha_1: 100
o2111ai_1: 6
o21ai_1: 4
nor2b_1: 19
inv_1: 97
and2b_1: 4
o31ai_1: 8
a32oi_1: 2
nor3_1: 12
or3_1: 3
xor2_1: 37
o21bai_1: 4
or4_1: 4
o21ai_0: 48
o22ai_1: 8
nand4_1: 8
nor4_1: 3
nor2_1: 38
a21boi_0: 2
o211ai_1: 13
o2bb2ai_1: 2
a21oi_1: 39
a211oi_1: 2
xnor2_1: 16
clkdlybuf4s50_1: 99
mux2i_1: 40
nand2_1: 58
[worst max-delay path: stages]
cell and delay [ns]:
buf_4 0.25, buf_4 0.68, xor2_1 0.25, inv_1 0.08
fa_1 0.43, nor2b_4 0.16, o311a_1 0.22, o21ai_0 0.32
a211oi_1 0.49, o21a_1 0.21, o31ai_1 0.10, nor4_1 0.30
nand4_1 0.17, nor4_1 0.29, and4b_1 0.22, clkdlybuf4s50_1 0.45
[layout make-up]
type                            count  area [um2]
Multi-Input combinational cell    556        4270
Timing Repair Buffer              105        1030
Fill cell                         839        3450
Tap cell                          129         161
Inverter                           97         364
Power and IR drop assume default switching activity.
